==> design/flow/config.mk <==
export PLATFORM = sky130hd
export DESIGN_NAME = hw2out
export DESIGN_NICKNAME = hw2out
export VERILOG_FILES = /design/flow/design.v
export SDC_FILE = /design/flow/constraint.sdc
export NUM_CORES = 4
export LEC_CHECK = 1
export CORE_AREA = 10 10 70 70
export DIE_AREA = 0 0 80 80
==> design/flow/constraint.sdc <==
current_design hw2out

set clk_period 1.7
set clk_io_pct 0.2

create_clock -name clk0 -period $clk_period [get_ports {clk}]

set non_clock_inputs [all_inputs -no_clocks]
set_input_delay [expr $clk_period * $clk_io_pct] -clock clk0 $non_clock_inputs
set_output_delay [expr $clk_period * $clk_io_pct] -clock clk0 [all_outputs]
==> design/flow/design.v <==
module hw2out(R,L,inL,inR,inE,clk,reset);
	input clk,reset,inR,inL,inE;
	output [2:0]R;
	output [2:0]L;
	wire [1:0]q;
	hw2counter counter(q,clk,reset);
	hw2Light lightOut(R,L,inL,inR,inE,q);
endmodule
module hw2Light(r,l,inL,inR,inE,inQ);
	input inR,inL,inE;
	input [1:0]inQ;
	output [2:0]r; output [2:0]l;
	wire [2:0]wl;
	wire [2:0]wr;
	wire EQ0;
	wire orQ1Q0;
	wire notE;
	and and3(EQ0,inE,inQ[0]);
	or or0(orQ1Q0,inQ[1],inQ[0]);
	not not0(notE,inE);
	and and4(wl[0],inL,notE,orQ1Q0);
	or or2(l[0],wl[0],EQ0);
	and and5(wl[1],inL,inQ[1],notE);
	or or3(l[1],wl[1],EQ0);
	and and6(wl[2],inL,inQ[1],inQ[0],notE);
	or or4(l[2],wl[2],EQ0);
	and and7(wr[0],inR,notE,orQ1Q0);
	or or5(r[0],wr[0],EQ0);
	and and8(wr[1],inR,inQ[1],notE);
	or or6(r[1],wr[1],EQ0);
	and and9(wr[2],inR,inQ[1],inQ[0],notE);
	or or7(r[2],wr[2],EQ0);
endmodule
module hw2counter(q,clk,reset);
	input clk,reset;
	output [1:0]q;
	T_FF t0(q[0],1'b1,clk,reset);
	T_FF t1(q[1],q[0],clk,reset);
endmodule
module D_FF(q,d,clk,reset);
	output q;
	input d,clk,reset;
	reg q;
	always @(posedge reset or negedge clk)
	if(reset)
		q<=1'b0;
	else
		q<=d;
endmodule
module T_FF(q,t,clk,reset);
	output q;
	input t,clk,reset;
	wire d;
	xor x1(d,q,t);
	D_FF d1(q,d,clk,reset);
endmodule
==> design/flow/run.sh <==
#!/bin/bash
# OpenROAD 26Q1-2900-gdf79404cd8, Yosys 0.63+post, stock flow scripts
make -C /OpenROAD-flow-scripts/flow DESIGN_CONFIG=/design/flow/config.mk WORK_HOME=/design/flow/orfs finish
==> ci_impl_report.md <==
### Metrics collected by this job

| Metric | Value |
|---|---|
| Capture point of the worst reg-to-reg path | `counter.t1.d1.q` |
| Area Overhead vs Synth | `204%` |
| Init Core Util | `3.74%` |
| Ranking of synthesized cells by area | `dfrtn_1 39%, o21ai_1 16%, ha_1 9.8%` |
| Leakage | `approximately 0.18 nW` |
| Utilization after layout | `~11%` |
| Pwr/cell area | `453 nW/um^2` |
| Yosys cell count | `17` |
| Row cnt | `21` |
| RR Startpoint | `counter.t0.d1.q` |
| Max cap viols | `0` |
| Tool warnings | `28` |
| Max-slew violation count | `0` |
| Top Layout Cells | `6 x buf_2, 4 x clkdlybuf4s50_1, 4 x buf_6, 3 x clkbuf_4, 3 x buf_4` |
| Hold Crit Class | `reg -> reg` |
| Slew margin rel. | `82.2%` |
| I/O pin count | `11` |
| Worst Path Required | `approximately 1.4 ns` |
| Share of post-route cells with drive strength above 1 | `70.3%` |
| Vert. Die Dim | `~80 um` |
| RSZ-0062 raised after global routing | `true` |
| DR iter-0 viols | `0` |
| Reg2reg path depth | `3` |
| Vias in the first global route | `approximately 220` |
| Tightest Pin Transition | `around 0.27 ns` |
| CP Launch Point | `counter.t0.d1.q` |
| CP arrival | `roughly 2.0 ns` |
| Final Hold Vio Count | `0` |
| Gr usage total | `about 1.9%` |
| Port Buffer Count | `10` |
| Root Buffer | `clkbuf_4` |
| H-tree depth | `1` |
| Dominant cell area share | `about two fifths` |
| Internal reg-to-reg setup slack | `about 0.77 ns` |
| Synth Seq Share | `between 30% and 40%` |
| Clk slew on worst S/H paths | `0.03 ns` |
| ANT nets after route | `0` |
| Critical Path End | `R[0]` |
| Final setup margin | `-0.646 ns` |
| DRC Markers | `0` |
| Most used logic cell in the final layout | `buf_2` |
| Die width | `around 80 um` |
| Routed Wire Length | `roughly 570 um` |
| Mean Syn Cell Area | `roughly 7.5 um^2` |
| Core box area | `roughly 3400 um^2` |
| Status | `finished, violations left` |
| Yosys Chip Area | `128 um^2` |
| Failing checks | `setup timing` |
| Drt first pass iters | `1` |
| Synth cell types | `8` |
| Largest net degree at the start of global routing | `6` |
| Skew final | `0.000761 ns` |
| CP Class | `reg -> out` |
| DR WL/cell | `6.89 um` |
| Clock sinks | `2` |
| Clk Latency, worst-skew pair | `roughly 0.24 ns` |
| Max VDD drop | `around 0.08 mV` |
| Total CTS buffers | `3` |
| Total congestion overflow | `0` |
| Final HPWL DP | `slightly above 400 um` |
| YS warnings | `1` |
| Synthesized area | `between 100 and 150 um^2` |
| CTS tree | `done` |
| Syn Inst Count | `17` |
| Total number of vias | `roughly 190` |
| RePlAce Congestion | `0.710` |
| Pre-CTS WS | `-0.699 ns` |
| Buffer depth of the longest clock path | `2` |
| Die area | `about 6400 um^2` |
| Critical Path Start Type | `flop` |
| Initial antenna violation count | `0` |
| Hold_buf cts | `0` |
| Number of vias per cell | `between 2 and 2.5` |
| Crit. End Element | `primary output` |
| First-pass GRT wire length | `938 um` |
| Most area-hungry cell type in the Yosys netlist | `dfrtn_1` |
| Max FO, Critical Path | `2` |
| Setup violators final | `6` |
| Post-synth regs | `2` |
| N_diodes | `0` |
## per-layer routing
metal | vias up | share of wire [%] | track usage [%]
met5 | - | 0 | 0
met4 | 0 | 4.7 | 0.704
met3 | 3 | 24 | 2.27
met2 | 14 | 27 | 2.01
met1 | 80 | 43 | 2.12
li1 | 96 | - | -
## registers in the layout, summed over array words and instances (netlist names)
signal	cells
counter.t1.d1.q	1
counter.t0.d1.q	1
## power breakdown
part | switching [mW] | total (mW) | internal (mW)
Sequential | 0 | 0.0482 | 0.0482
Clock | 0.0305 | 0.109 | 0.0781
Combinational | 0.00832 | 0.0189 | 0.0105
Total | 0.0388 | 0.176 | 0.137
## final cells by class
class / count / area (um^2)
Multi-Input combinational cell: 12 / 106
Inverter: 3 / 13.8
Sequential cell: 2 / 50.0
Clock buffer: 3 / 22.5
Fill cell: 399 / 3030
Timing Repair Buffer: 17 / 138
Tap cell: 46 / 57.6
## critical path: stages (launching register included)
cell	delay [ns]
dfrtn_1	0.41
inv_2	0.05
buf_6	0.11
ha_4	0.15
o21ai_1	0.10
buf_2	0.10
## metrics by stage
step / hold slack (ns) / TNS [ns] / std cells / power (mW) / cell area, um^2
5_1_grt: 0.480 / -4.04 / 83 / 0.195 / 388
2_1_floorplan: 0.358 / -0.467 / 17 / 0.0530 / 140
3_3_place_gp: 0.446 / -3.98 / 77 / 0.0642 / 328
3_5_place_dp: 0.456 / -4.07 / 77 / 0.0645 / 328
4_1_cts: 0.444 / -3.69 / 84 / 0.183 / 393
6_report: 0.454 / -3.64 / 83 / 0.176 / 388
## cell families after synthesis
logic type      Yosys count  share of synthesized area, %
compound gates            6                          23.5
fa+ha+maj                 1                          9.80
buf+inv                   3                          8.82
flops                     2                          39.2
simple gates              5                          18.6
## timing repair
action,in CTS,in global routing
resized,30,2
endpoints found under the setup margin,6,6
buffers inserted,4,1
pin swaps,4,2
## how the worst min path moves through the flow
stage,from,endpoint,slack (ns),cells past startpoint
finish,counter.t0.d1.q,counter.t0.d1.q,0.45,2
global route,counter.t0.d1.q,counter.t0.d1.q,0.48,2
CTS,counter.t0.d1.q,counter.t0.d1.q,0.44,2
## cell usage after synthesis, drive strengths merged
library cell  count
o21ai             4
inv               3
a21oi             2
dfrtn             2
nand2b            2
nor2              2
ha                1
nand2             1
Power is estimated from default activity; no workload was simulated.
